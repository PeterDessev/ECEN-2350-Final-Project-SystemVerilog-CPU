`./config.mk`:
```
export PLATFORM = sky130hd
export DESIGN_NAME = ALU_t
export DESIGN_NICKNAME = ALU_t
export VERILOG_FILES = /design/flow/design.v
export SDC_FILE = /design/flow/constraint.sdc
export NUM_CORES = 4
export LEC_CHECK = 1
export CORE_UTILIZATION = 30
```
`./constraint.sdc`:
```
current_design ALU_t

set clk_period 5.1
set clk_io_pct 0.2

create_clock -name clk0 -period $clk_period

set non_clock_inputs [all_inputs -no_clocks]
set_input_delay [expr $clk_period * $clk_io_pct] -clock clk0 $non_clock_inputs
set_output_delay [expr $clk_period * $clk_io_pct] -clock clk0 [all_outputs]
```
`./design.v`:
```
`timescale 1ns / 1ps
module ALU_t #(parameter BIT_WIDTH=8,
               parameter OP_CODE_WIDTH=4,
               parameter STATUS_WIDTH=4)(
        input [BIT_WIDTH - 1:0]a,
        input [BIT_WIDTH - 1:0]b,
        input [OP_CODE_WIDTH - 1:0] op,
        output logic [BIT_WIDTH - 1:0]q,
        output logic [STATUS_WIDTH - 1:0]status
    );
    always_comb
        case (op)
            4'b0000: begin   
                q = a + b;
                status = a + b == 0 ? 4'b0001 : 4'b0000;
            end
            4'b0001: begin  
                q = a - b;
                status = a - b == 0 ? 4'b0010 : 4'b0000;
            end
            4'b0010: begin  
                q = b + 1;
                status = b == {BIT_WIDTH{1'b1}} ? 4'b0001 : 4'b0000;
            end
            4'b0011: begin  
                q = b - 1;
                status = b == 1'b0 ? 4'b0001 : b == 1'b1 ? 4'b0010 : 4'b0000;
            end
            4'b0100: begin  
                q = a & b;
                status = q == 1'b0 ? 4'b0010 : 4'b0000;
            end
            4'b0101: begin  
                q = a | b;
                status = q == 1'b0 ? 4'b0010 : 4'b0000;
            end
            4'b0110: begin  
                q = ~b;
                status = q == 1'b0 ? 4'b0010 : 4'b0000;
            end
            4'b0111: begin  
                q = a ^ b;
                status = q == 1'b0 ? 4'b0010 : 4'b0000;
            end
            4'b1000: begin  
                q = {b[BIT_WIDTH - 2:0], 1'b0};
                if (b == 0) begin
                    status = 4'b0010;
                end else if (b[BIT_WIDTH - 1]) begin
                    status = 4'b0001;
                end else begin
                    status = 0;
                end
            end
            4'b1001: begin  
                q = {1'b0, b[BIT_WIDTH - 1:1]};
                if (b == 0) begin
                    status = 4'b0010;
                end else if (b[0]) begin
                    status = 4'b0001;
                end else begin
                    status = 0;
                end
            end
            4'b1010: begin  
                q = b;
                if (0 == b) begin
                    status = 4'b0010;
                end else begin
                    status = 4'b0000;
                end
            end
            default: begin
                q = 0;
                status = 0;
            end
        endcase
endmodule
```
`./run.sh`:
```
#!/bin/bash
# OpenROAD 26Q1-2900-gdf79404cd8, Yosys 0.63+post, stock flow scripts
make -C /OpenROAD-flow-scripts/flow DESIGN_CONFIG=/design/flow/config.mk WORK_HOME=/design/flow/orfs finish
```
==> results.sh <==
# implementation run metrics
export IMPL_path_delay_family="buffers and inverters"
export IMPL_critPathSlowestCell="clkdlybuf4s50_1"
export IMPL_fp_row_count=29
export IMPL_drc_errors=0
export IMPL_p_seq_share_pct=0
export IMPL_port_buffers=30
export IMPL_grt_max_degree=37
export IMPL_path_max_fanout=3
export IMPL_power_frac_clock_pct=0
export IMPL_cp_end_kind="output port"
export IMPL_dpl_cell_area_um2=2520
export IMPL_detail_route_antenna_nets=0
export IMPL_die_area_um2=7170
export IMPL_slew_headroom_pct=63.9
export IMPL_swShare_pct=54.4
export IMPL_core_area_um2=6460
export IMPL_place_gp_congestion=1.00
export IMPL_cp_arrival_ns=3.92
export IMPL_area_growth_pct=23.8
export IMPL_intPower_uw=114
export IMPL_hold_worst_slack_ns=3.04
export IMPL_rsz0062_at_grt="true"
export IMPL_final_clkbuf_count=0
export IMPL_gr_total_overflow=0
export IMPL_cap_violations=0
export IMPL_flops=0
export IMPL_powerDensity_nw_per_um2=98.8
export IMPL_hpwl_mm=6.11
export IMPL_setup_viol_count_final=0
export IMPL_routed_wl_mm=7.51
export IMPL_tightest_slew_ns=0.537
export IMPL_ys_warn_count=1
export IMPL_gr_usage_all_layers_pct=21.5
export IMPL_period_minus_slack_ns=4.94
export IMPL_tool_warnings=52
export IMPL_max_vdd_ir_drop_v=0.0000361
export IMPL_pwr_share_comb_pct=100.0
export IMPL_finalCritPeriodShare_pct=96.8
export IMPL_synth_distinct_cells=57
export IMPL_grt_pass1_wl_mm=11.9
export IMPL_timing_fmax_ghz=0.202
export IMPL_syn_area_per_cell_um2=6.68
export IMPL_hold_violations=0
export IMPL_cp_slowest_stage_delay_ns=0.51
export IMPL_slew_violations=0
export IMPL_crit_chain="clkdlybuf4s50_1 -> nor2b_1 -> and2_4 -> or2_2 -> ha_2 -> fa_1 -> a21o_1 -> a21oi_2 -> buf_4 -> xnor2_1 -> a22oi_1 -> o211ai_1 -> clkdlybuf4s50_1"
export IMPL_routedWlPerCell_um=18.0
export IMPL_yosys_area_um2=2050
export IMPL_lay_top_count="ha_1"
export IMPL_crit_top_cell="clkdlybuf4s50_1"
export IMPL_syn_area_um2=2050
export IMPL_outcome="finished clean"
export IMPL_ys_seq_share_pct=0
export IMPL_drive_above_1_share_pct=9.71
export IMPL_post_cts_buffers=0
export IMPL_setup_tns_ns=0
export IMPL_dp_cells=417
export IMPL_net_switching_power_uw=137
export IMPL_die_x_um=84.7
export IMPL_fill_cells=694
export IMPL_critPathRequiredTime_ns=4.08
export IMPL_cp_start_kind="input port"
export IMPL_ctsHoldBuffers=0
export IMPL_viasPerCell=5.68
export IMPL_hold_class="in2out"
export IMPL_initial_utilization_pct=31.8
export IMPL_final_cells=417
export IMPL_regArea_um2=0
export IMPL_diodes=0
export IMPL_drtIter0Drc=193
export IMPL_antenna_found_initial=0
export IMPL_grt_pass1_vias=2150
export IMPL_final_area_um2=2540
export IMPL_synthCells=307
export IMPL_power_uw=251
export IMPL_cp_num_buf_inv=3
export IMPL_ys_cells=307
export IMPL_boundaryPins=32
export IMPL_via_count=2368
export IMPL_power_leakage_uw=0.00109
export IMPL_critPathKind="in2out"
export IMPL_dr_pass1_iters=6
export IMPL_die_h_um=84.7
export IMPL_lay_top_cells="ha_1 (34), nor2_1 (33), clkdlybuf4s50_1 (29), inv_1 (27), a21oi_1 (26)"
## cell families (layout without fill, tap and decap cells)
| logic type | count (synthesis) | in the layout | share of synthesized area (%) |
|---|---|---|---|
| compound gates | 99 | 99 | 34.0 |
| mux | 1 | 1 | 0.488 |
| fa+ha+maj | 38 | 38 | 24.3 |
| xor+xnor | 17 | 17 | 7.26 |
| buf+inv | 49 | 81 | 10.1 |
| other cells | 1 | 2 | 0.183 |
| simple gates | 102 | 102 | 23.7 |
## path summary, 6_finish.rpt
check             startpoint    to  slack [ns]  cells past startpoint
setup / recovery       op[1]  q[4]        0.16                     13
hold / removal          b[7]  q[6]        3.04                      6
## layout make-up
cell class | instances | area [µm²] | share of cell area [%]
multi-input combinational | 259 | 1870 | 73.5
timing repair buffer | 52 | 468 | 18.4
inverter | 29 | 109 | 4.29
tap | 77 | 96.3 | 3.79
## power groups by stage
stage         clock network [µW]  logic (µW)  registers (µW)
finish                         0         251               0
global route                   0         277               0
CTS                            0         248               0
## metrics by stage
step / setup slack [ns] / utilization [%]
detailed placement: 0.0502 / 39.0
CTS: 0.0382 / 39.0
global placement: 0.0398 / 39.0
global route: -0.00626 / 39.3
floorplan: 0.776 / -
finish: 0.161 / 39.3
## what timing repair did
| action | in CTS | in global routing |
|---|---|---|
| hold endpoints to repair | 0 | 0 |
| endpoints found under the setup margin | 0 | 3 |
| gates resized | 0 | 8 |
## cell usage after synthesis, types with 4 or more instances
cell type / number / area (µm²)
a21oi_1: 27 / 135
xnor2_1: 12 / 105
o21ai_0: 16 / 80.1
a32o_1: 4 / 40.0
nor4_1: 4 / 25.0
nand2_1: 23 / 86.3
nand2b_1: 5 / 31.3
nor2_1: 34 / 128
ha_1: 35 / 438
o221ai_1: 8 / 70.1
nor3_1: 10 / 50.1
o21bai_1: 4 / 30.0
nor2b_1: 4 / 25.0
xor2_1: 5 / 43.8
inv_1: 27 / 101
a32oi_1: 6 / 52.6
o22ai_1: 4 / 25.0
nand3_1: 7 / 35.0
buf_2: 9 / 45.0
clkbuf_1: 6 / 22.5
## metal layers
metal  part of all wire (%)  global-route usage [%]  routed length [µm]  up-vias
met1                     47                    33.4                3550     1077
met4                    2.2                    3.39                 164        0
met5                      0                       0                   0        -
met3                    6.3                   0.996                 473       12
met2                     44                    33.8                3320       92
li1                       -                       -                   -     1187
No activity file was given, so power comes from the tool's default toggle rates.
