File: /design/flow/design.v
`timescale 1ns / 1ps
module genericDeMux #(parameter WIDTH = 8, 
                    parameter NUMBER = 4, 
                    localparam SELECT_W = $clog2(NUMBER)) 
    (input logic [SELECT_W-1:0] sel, 
     input logic [WIDTH-1:0] in,
     input enable,
     output logic [NUMBER-1:0][WIDTH-1:0] deMuxOut);                   
    genvar i;
    generate 
    for (i = 0; i < NUMBER; i++)  begin 
        assign deMuxOut[i] = (sel == i && enable) ? in : {WIDTH{1'b0}};
    end
    endgenerate
endmodule
File: /design/flow/run.sh
#!/bin/bash
# OpenROAD 26Q1-2900-gdf79404cd8, Yosys 0.63+post, stock flow scripts
make -C /OpenROAD-flow-scripts/flow DESIGN_CONFIG=/design/flow/config.mk WORK_HOME=/design/flow/orfs finish
File: /design/flow/config.mk
export PLATFORM = sky130hd
export DESIGN_NAME = genericDeMux
export DESIGN_NICKNAME = genericDeMux
export VERILOG_FILES = /design/flow/design.v
export SDC_FILE = /design/flow/constraint.sdc
export NUM_CORES = 4
export LEC_CHECK = 1
export CORE_AREA = 10 10 70 70
export DIE_AREA = 0 0 80 80
File: /design/flow/constraint.sdc
current_design genericDeMux

set clk_period 1.0
set clk_io_pct 0.2

create_clock -name clk0 -period $clk_period

set non_clock_inputs [all_inputs -no_clocks]
set_input_delay [expr $clk_period * $clk_io_pct] -clock clk0 $non_clock_inputs
set_output_delay [expr $clk_period * $clk_io_pct] -clock clk0 [all_outputs]
==> results.ini <==
[status]
status = complete, but fails checks
violations = setup timing

[route]
antenna_cells = 0
dr_total_vias = 689
drt-vias-per-instance = 4.45
routedWlPerCell_um = 16.1
drt_pass1_iterations = 4
detail-route-antenna-nets = 0
wl_mm = 2.50
drtIter0Drc = 26
drc_errors = 0

[cells_and_area]
filler_cell_count = 342
nFlopsAndLatches = 0
synthToLayoutAreaGrowth_pct = 221
drive_gt1_share_pct = 70.6
seq_area_um2 = 0
logic_area_um2 = 342
nClkBuffers = 0

[timing]
worst_slack_ps = -159
slew_headroom_pct = 85.6
setup_viol = 31
setup_tns_ps = -2770
max_freq_ghz = 0.863
fin_crit_sh_pct = 116
hold_viol = 0
worst_pin_slew_ps = 213
finalMaxSlewViolations = 0
final.min_clock_period_ps = 1160
rsz0062_at_grt = yes

[run]
maxCapViolCount = 0
tool_warnings = 34

[floorplan]
die-width_um = 80
io_pins = 43
core_um2 = 3420
die_y_um = 80
rows = 21
chip_area_um2 = 6400
initCoreUtil_pct = 10.7

[grt]
grt_pass1_vias = 716
grt_overflow_total = 0
grt_pass1_wl_mm = 3.90
antenna_found_initial = 0
grt_max_degree = 17
track_usage_pct = 7.34

[hold_path]
hold_path.class = input port to primary output

[synth]
syn_area_per_cell_um2 = 8.91
area_leaders = and4b_1, and4_1, and4bb_2
ys_warn_count = 0
synth_area_um2 = 365
postSynthSeqShare_pct = 0
top_cell_area_share_pct = 43.8
yosysChipArea_um2 = 365
top_area_cell = and4b_1
synth.distinct_cells = 5
synthCells = 41
yosys_cells = 41

[power]
p_per_area_nw_per_um2 = 339
vdd_drop_max_mv = 0.158
leakage_nw = 0.646

[place]
pre_cts_ws_ps = -840
numPortBuffers = 43
hpwl_mm = 1.28
routabilityCongestion = 0.693

[worst_setup_path]
critPathArrivalTime_ps = 960
crit_type = input port to primary output
critPathMaxFanout = 4
critPathLaunchType = input port
required_ps = 800
end_kind = primary output

[cts]
cts_hold_buf = 0

-- Yosys cell counts, drive strengths merged --
cell type,number
nor4bb,4
buf,9
and4bb,4
and4,8
and4b,16
-- path summary, 6_finish.rpt --
kind                  cells past startpoint   start  slack, ps          end
worst min-delay path                      3   in[5]        760  deMuxOut[5]
worst max-delay path                      6  sel[0]       -160  deMuxOut[9]
-- placed cells by master, fill, tap and decap left out --
| cell | netlist | routed |
|---|---|---|
| nor4bb_4 | 0 | 1 |
| dlygate4sd2_1 | 0 | 1 |
| and4b_1 | 16 | 16 |
| buf_4 | 0 | 6 |
| and4bb_2 | 4 | 4 |
| buf_12 | 0 | 5 |
| nor4bb_2 | 0 | 1 |
| buf_6 | 0 | 20 |
| buf_2 | 9 | 33 |
| buf_8 | 0 | 1 |
| clkdlybuf4s15_1 | 0 | 5 |
| and4_1 | 8 | 8 |
| nor4bb_1 | 4 | 2 |
| buf_16 | 0 | 6 |
-- critical path, stage by stage --
cell and delay (ps):
buf_12 110, buf_4 140, buf_16 120, buf_6 110
and4b_1 160, buf_2 110
-- power breakdown --
group / switching [W] / internal [W] / total, W
sequential: 0 / 0 / 0
combinational: 0.000126 / 0.000272 / 0.000398
clock: 0 / 0 / 0
total: 0.000126 / 0.000272 / 0.000398
-- metrics by stage --
stage          utilization (%)  hold WS (ps)  total power (W)  instances  cell area (um2)
2_1_floorplan                -           504        0.0000696         41              365
3_3_place_gp              25.9          1380         0.000223        126              883
3_5_place_dp              25.9          1390         0.000227        126              883
4_1_cts                   34.0           729         0.000394        152             1160
5_1_grt                   34.4           768         0.000427        155             1170
6_report                  34.4           757         0.000398        155             1170
-- per-layer routing --
layer	GRT usage (%)	share of wire (%)
met4	0	0
met3	3.64	15
met1	9.89	40
met5	0	0
met2	10.9	45
-- layout make-up --
| class | count | share of cell area [%] |
|---|---|---|
| well taps | 46 | 4.90 |
| multi-input cells | 32 | 29.1 |
| repair buffers | 77 | 66.0 |
-- kinds of logic after synthesis --
kind of cell | share of synthesized area, %
buffers and inverters | 12.3
AND/OR/NAND/NOR | 87.7
-- what timing repair did --
action	4_1_cts	5_1_grt
cloned	7	0
buffers inserted	19	7
setup endpoints to repair	32	31
hold endpoints to repair	0	0
pin swaps	23	11
resized	167	6
Power figures rest on the tool's default switching activity, not on a simulated workload.
